**./config.mk**
```make
export PLATFORM = sky130hd
export DESIGN_NAME = parser
export DESIGN_NICKNAME = parser
export VERILOG_FILES = /design/flow/design.v
export SDC_FILE = /design/flow/constraint.sdc
export NUM_CORES = 4
export LEC_CHECK = 1
export CORE_AREA = 10 10 70 70
export DIE_AREA = 0 0 80 80
```
**./constraint.sdc**
```tcl
current_design parser

set clk_period 4.3
set clk_io_pct 0.2

create_clock -name clk0 -period $clk_period

set non_clock_inputs [all_inputs -no_clocks]
set_input_delay [expr $clk_period * $clk_io_pct] -clock clk0 $non_clock_inputs
set_output_delay [expr $clk_period * $clk_io_pct] -clock clk0 [all_outputs]
```
**./design.v**
```verilog
module parser #(parameter N = 8)
			(input logic [N-1:0]value,
			output logic [3:0]ones, tens);
			logic [3:0]n;
			assign n = value % 10;
			assign ones = n;
			assign tens = (value-n) / 10;
endmodule 
```
**./run.sh**
```bash
#!/bin/bash
# OpenROAD 26Q1-2900-gdf79404cd8, Yosys 0.63+post, stock flow scripts
make -C /OpenROAD-flow-scripts/flow DESIGN_CONFIG=/design/flow/config.mk WORK_HOME=/design/flow/orfs finish
```
==> impl_metrics.csv <==
group,metric,value,unit
pwr,switching_share,47.1,%
logic_synthesis,netlist_instances,189,
final_timing,rsz0062_at_grt,"yes",
cells_and_area,fill_cells,241,
setup_path,cp_max_fo,7,
min_path,min_path_type,"primary input to primary output",
final_timing,worst_slew_pin_slew,0.482,ns
drt,wirelength,4680,um
drt,wl_per_cell,14.6,um
floorplanning,die_y,80,um
logic_synthesis,synth.distinct_cells,65,
setup_path,cp.arrival,5.41,ns
logic_synthesis,synth_warnings,0,
logic_synthesis,ys_area,1270,sq um
grt,grt.overflow.total,0,
floorplanning,io_pins,16,
placed_design,pre_cts_ws,-2.61,ns
logic_synthesis,syn_area_per_cell,6.74,sq um
logic_synthesis,synth_top_area_share,5.50,%
final_timing,slew_headroom,67.8,%
placed_design,gp_congestion,1.01,
setup_path,critPathLaunchType,"primary input",
cells_and_area,clock_buffers,0,
final_timing,finalCritPeriodShare,146,%
final_timing,hold_violations,0,
floorplanning,die_w,80,um
pwr,vdd_drop_max,0.276,mV
drt,viasPerCell,5.63,
pwr,seqPwrFrac,0,%
grt,antenna_found_initial,0,
floorplanning,core_area,3420,sq um
final_timing,setup_viol,6,
grt,grt_pass1_wl,7730,um
drt,drt_iter0_markers,120,
floorplanning,chipArea,6400,sq um
final_timing,drv_slew,0,
placed_design,io_buffers,14,
logic_synthesis,synthTopCellsByCount,"nor2_1, nand2_1, o21ai_0, a21oi_1",
logic_synthesis,top_area_cell,"o21ai_0",
setup_path,end_kind,"primary output",
min_path,hold_path_depth,0,
cells_and_area,seq_area,0,sq um
status,status,"complete, but fails checks",
floorplanning,rows,21,
drt,first_pass_iters,4,
drt,vias,1807,
cells_and_area,area_growth_syn_to_layout,94.7,%
logic_synthesis,yosysCellCount,189,
floorplanning,initial_utilization,37.3,%
pwr,p_switching,0.000449,W
run,maxCapViolations,0,
cells_and_area,flops,0,
setup_path,path_class,"primary input to primary output",
pwr,power_density,384,nW/um^2
pwr,static-leakage-power,1.05,nW
drt,diodes,0,
final_timing,fmax,0.160,GHz
grt,grt_max_degree,20,
logic_synthesis,synth.area.top_cells,"o21ai_0, nor2_1, ha_1",
placed_design,place_hpwl,3250,um
final_timing,setup_ws,-1.97,ns
grt,grt_pass1_vias,1753,
grt,track_usage,13.8,%
final_timing,period_needed,6.27,ns
pwr,comb_power_share,100.0,%
setup_path,cp.required,3.44,ns
run,warning_count,36,
pwr,p_total,0.000953,W
logic_synthesis,synth_top_cell_by_count,"nor2_1",
drt,drc,0,
drt,ant_nets,0,
cells_and_area,drive_above_1_share,61.1,%
pwr,power.share.clock,0,%
pwr,p_int,0.000504,W
logic_synthesis,post_synth_instance_area,1270,sq um
status,violations,"setup timing",
final_timing,fin_hold_ws,1.72,ns
logic_synthesis,seq_area_frac_synth,0,%
cells_and_area,logic_area,1630,sq um
-- per-layer routing --
layer / vias up / routed length [um] / GRT usage [%]
met3: 0 / 216 / 1.25
met2: 44 / 2060 / 21.6
li1: 901 / - / -
met4: 0 / 0 / 1.94
met1: 862 / 2400 / 20.4
met5: - / 0 / 0
-- cells in the final DEF (no fill, tap or decap), drive strengths merged, types with 3 or more instances in the layout --
cell type	n
mux2i	3
nand3	6
nor2b	7
or3	3
clkdlybuf4s50	3
o311a	3
nand2	16
xor2	3
o21ai	16
o31ai	4
inv	6
and2	5
o21a	3
buf	95
o41ai	3
nand2b	5
nor2	18
a21o	3
ha	5
a211oi	5
a31oi	4
xnor2	6
nor3	6
a21oi	10
-- power by group through the flow --
stage     Combinational [W]  Clock (W)  Sequential, W
4_1_cts            0.000815          0              0
5_1_grt             0.00102          0              0
6_report           0.000953          0              0
-- critical path, cell delays in order --
cell	delay, ns
buf_8	0.10
nor2_4	0.10
inv_2	0.05
ha_4	0.26
buf_6	0.12
o21ai_2	0.14
a21boi_2	0.08
o41ai_2	0.33
a221oi_2	0.12
buf_4	0.15
a211oi_4	0.33
nor2_4	0.08
o21a_1	0.18
o211ai_1	0.23
ha_1	0.31
xnor2_2	0.15
buf_4	0.14
a21oi_4	0.19
nand4b_1	0.23
nand2_2	0.14
buf_6	0.17
o31a_1	0.34
o32a_1	0.34
a2bb2oi_1	0.13
buf_2	0.12
-- final cells by class --
class | instances | area share, %
inverters | 6 | 0.908
well taps | 46 | 2.32
repair buffers | 99 | 31.0
multi-input cells | 170 | 65.8
-- cells by family after synthesis --
| family | after synthesis | share of synthesized area, % |
|---|---|---|
| xor+xnor | 9 | 6.78 |
| simple gates | 80 | 33.7 |
| buf+inv | 19 | 7.76 |
| mux | 3 | 2.36 |
| compound gates | 72 | 43.6 |
| fa+ha+maj | 6 | 5.80 |
-- final timing paths --
kind	startpoint	to
hold / removal	value[0]	ones[0]
setup / recovery	value[5]	tens[0]
-- stage by stage --
step	instance area (sq um)	util [%]	instances	setup TNS (ns)
2_1_floorplan	1480	-	189	-4.85
3_3_place_gp	2070	60.5	301	-11.11
3_5_place_dp	2070	60.5	301	-11.46
4_1_cts	2240	65.6	314	-6.45
5_1_grt	2480	72.6	321	-8.66
6_report	2480	72.6	321	-7.27
-- what timing repair did --
action	in CTS	in global routing
pin swaps	39	32
gates resized	64	39
setup endpoints to repair	7	7
hold buffers	0	0
buffers inserted	14	11
Power is estimated from default activity; no workload was simulated.
