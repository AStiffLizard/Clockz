==> flow/design.v <==
module Horizontal (input logic clk, reset, 
		output logic [9:0]count,
			output logic q);
			always_ff@(posedge clk, posedge reset)
					if(reset)
						begin
							q <= 0;
							count <= 0;
								end
								else if(clk)
								begin 	
								count = count+1;
								if(count <= 144)
								q = 0;
								else if(count <= 784)
								q = 1;
								else if(count < 800)
								q = 0;
								else
								count = 0;
								end
endmodule
==> flow/run.sh <==
#!/bin/bash
# OpenROAD 26Q1-2900-gdf79404cd8, Yosys 0.63+post, stock flow scripts
make -C /OpenROAD-flow-scripts/flow DESIGN_CONFIG=/design/flow/config.mk WORK_HOME=/design/flow/orfs finish
==> flow/config.mk <==
export PLATFORM = sky130hd
export DESIGN_NAME = Horizontal
export DESIGN_NICKNAME = Horizontal
export VERILOG_FILES = /design/flow/design.v
export SDC_FILE = /design/flow/constraint.sdc
export NUM_CORES = 4
export LEC_CHECK = 1
export CORE_AREA = 10 10 83 83
export DIE_AREA = 0 0 93 93
==> flow/constraint.sdc <==
current_design Horizontal

set clk_period 2.3
set clk_io_pct 0.2

create_clock -name clk0 -period $clk_period [get_ports {clk}]

set non_clock_inputs [all_inputs -no_clocks]
set_input_delay [expr $clk_period * $clk_io_pct] -clock clk0 $non_clock_inputs
set_output_delay [expr $clk_period * $clk_io_pct] -clock clk0 [all_outputs]
==> flow_summary_export.csv <==
group,metric,value,unit
pwr,vdd_drop_max,248,µV
global_routing,antenna_found_initial,0,
finish,final_util,20.0,%
sta,fmax,530,MHz
clock_network,post_cts_buffers,0,
clock_network,clock_latency,0.24,ns
clock_network,cts-resized-gates,0,
logic_synthesis,yosys_most_used_dff,"dfrtp_1",
clock_network,clk_path_buf_depth,2,
logic_synthesis,synth_cell_types,40,
logic_synthesis,synth.cellmix.simpleShare,27.9,%
critical_path,timing.rr.start,"count[0]",
logic_synthesis,synth_flops,11,
place,place_ws,0.427,ns
clock_network,hold_buffers,0,
logic_synthesis,synthesis.area,878,µm²
logic_synthesis,ys_sh_mux,0,%
place,io_buffer_count,12,
finish,drive_above_1_share,17.0,%
logic_synthesis,common_cells,"dfrtp_1 (11), nor2_1 (11), xnor2_1 (6)",
floorplan,boundaryPins,13,
logic_synthesis,edf_count,0,
logic_synthesis,avgSynthCellArea,9.44,µm²
clock_network,clockRootBuffer,"clkbuf_8",
sta,slew_viol_final,0,
global_routing,grt_pass1_wl,3370,µm
floorplan,placementRows,26,
logic_synthesis,ys_top_cells_by_area,"dfrtp_1 (31%), xnor2_1 (6.0%), buf_6 (5.1%), nor2_1 (4.7%), clkbuf_8 (3.1%)",
sta,worstMarginPinSlew,0.486,ns
logic_synthesis,ys_cells,93,
place,gp_congestion,0.813,
critical_path,critPathLaunchType,"register",
min_path,hold_class,"input pin to async pin",
sta,tns,0,ns
global_routing,grt_overflow,0,
sta,rsz0062_at_grt,"false",
global_routing,grt_max_degree,12,
logic_synthesis,yosys_area,878,µm²
logic_synthesis,adder_share,1.42,%
drt,routed_via_density,4.02,
logic_synthesis,synth.cellmix.compoundShare,17.4,%
floorplan,dieArea,8650,µm²
logic_synthesis,topCombFamilyByArea,"simple AND/OR/NAND/NOR gates",
floorplan,die_w,93,µm
sta,fin_hold_ws,0.516,ns
sta,fin_crit_sh,82.1,%
drt,antenna_cells,0,
sta,slew_headroom,67.3,%
sta,setup_viol_count_final,0,
drt,postRouteAntennaNets,0,
drt,first_pass_iters,4,
clock_network,htree_levels,1,
pwr,leakagePower,0.365,nW
critical_path,worstPathMaxFanout,10,
clock_network,clkTransAtPathRegs,0.05,ns
pwr,powerDensity,385,nW/µm²
sta,hold_viol,0,
drt,first_iter_violations,47,
clock_network,cts_tree,"built",
finish,areaGrowthSynthToFinish,17.2,%
logic_synthesis,async_flop_share,100,%
critical_path,required,2.41,ns
critical_path,worstSetupEndpointType,"register",
logic_synthesis,xor_share,8.97,%
drt,drt_wl_total,1970,µm
drt,vias,684,
sta,layout_setup_ws,0.413,ns
place,dp_hpwl,1480,µm
global_routing,busiest_layer,"met2",
floorplan,die_h,93,µm
clock_network,numCtsBuffers,3,
clock_network,clock_sinks,11,
sta,min_period,1.89,ns
drt,wire_per_inst,11.6,µm
sta,skew,0.00143,ns
floorplan,core,5140,µm²
global_routing,met1_usage,6.85,%
global_routing,grt_pass1_vias,657,
drt,drcViolationCount,0,
logic_synthesis,synth_area_leader_cell,"dfrtp_1",
critical_path,criticalPathCategory,"register to register",
global_routing,track_usage,4.68,%
logic_synthesis,top_cell_area_share,31.3,%
run,drv_cap,0,
floorplan,fp_util,17.1,%
global_routing,use_met2,6.89,%
logic_synthesis,synth_seq_share,31.3,%
critical_path,cp.arrival,2.00,ns
global_routing,met3_usage,1.13,%
logic_synthesis,yosysWarnings,1,
run,openroad.warnings,25,
outcome,status,"complete, no violations",
critical_path,startpoint,"count[0]",
logic_synthesis,synthCells,93,
## per-stage QoR
step	instances	cell area, µm²	power [mW]
2_1_floorplan	93	878	0.200
4_1_cts	170	1030	0.403
3_5_place_dp	166	983	0.203
3_3_place_gp	166	983	0.203
6_report	170	1030	0.397
5_1_grt	170	1030	0.409
## registers in the layout, summed over array words and instances, names as in the netlist
signal / flops
count: 10
q: 1
## area by class of cell
class                   instances  area [µm²]
multi-input cells              70         489
flip-flops and latches         11         275
fillers                       599        4110
clock buffers                   3        41.3
repair buffers                 12         120
well taps                      70        87.6
clock inverters                 1        5.00
inverters                       3        11.3
## logic make-up (layout without fill, tap and decap cells)
logic type / Yosys count / in the layout
xor+xnor: 9 / 9
simple gates: 42 / 42
flops: 11 / 11
fa+ha+maj: 1 / 1
buf+inv: 12 / 19
compound gates: 18 / 18
## critical path, stage by stage, from the launching register on
cell	delay, ns
dfrtp_1	0.42
ha_1	0.34
and2_1	0.20
nor4_1	0.24
o21bai_1	0.14
a21oi_2	0.34
nor2_1	0.09
## cell usage in the layout (no fill, tap or decap), drive strengths merged, types with 2 or more instances in the layout
cell	netlist	final
a22oi	2	2
o211ai	2	2
xor2	3	3
o32ai	2	2
inv	3	3
and2	2	2
xnor2	6	6
dfrtp	11	11
nor3	3	3
o21ai	2	2
nor2	12	12
nand3	4	4
a21oi	5	5
nor3b	3	3
clkdlybuf4s50	0	12
nand2b	2	2
clkbuf	2	3
nand2	5	5
nand4	3	3
and3	2	2
## path summary, 6_finish.rpt
kind,endpoint,slack [ns],cells after the start
setup / recovery,count[2],0.41,6
hold / removal,count[8],0.52,2
setup reg to reg,count[2],0.41,6
hold reg to reg,count[0],0.52,1
max in group asynchronous,count[4],1.48,2
min in group clk0,count[0],0.52,1
## per-layer routing
metal,wire (µm),vias up
met2,852,18
met3,126,2
li1,-,348
met5,0,-
met1,961,316
met4,30,0
## power by group
part	internal, mW	leakage, nW	switching, mW	total (mW)
Sequential	0.194	0.144	0	0.194
Combinational	0.00158	0.195	0.00392	0.00549
Clock	0.119	0.0255	0.0779	0.197
Total	0.315	0.365	0.0818	0.397
No activity file was given, so power comes from the tool's default toggle rates.
