**flow/config.mk**
```make
export PLATFORM = sky130hd
export DESIGN_NAME = Counter
export DESIGN_NICKNAME = Counter
export VERILOG_FILES = /design/flow/design.v
export SDC_FILE = /design/flow/constraint.sdc
export NUM_CORES = 4
export LEC_CHECK = 1
export CORE_AREA = 10 10 70 70
export DIE_AREA = 0 0 80 80
```
**flow/run.sh**
```bash
#!/bin/bash
# OpenROAD 26Q1-2900-gdf79404cd8, Yosys 0.63+post, stock flow scripts
make -C /OpenROAD-flow-scripts/flow DESIGN_CONFIG=/design/flow/config.mk WORK_HOME=/design/flow/orfs finish
```
**flow/constraint.sdc**
```tcl
current_design Counter

set clk_period 1.3
set clk_io_pct 0.2

create_clock -name clk0 -period $clk_period [get_ports {clk}]

set non_clock_inputs [all_inputs -no_clocks]
set_input_delay [expr $clk_period * $clk_io_pct] -clock clk0 $non_clock_inputs
set_output_delay [expr $clk_period * $clk_io_pct] -clock clk0 [all_outputs]
```
**flow/design.v**
```verilog
module Counter #(parameter N = 8)
		(input logic clk,
				input logic reset,
				input logic en,
				input logic [N-1:0]d,
						output logic [N-1 : 0] q);
				always_ff@(posedge clk, posedge reset)
				if (reset) q <= 0;
				else if (en) q = d+1;
endmodule
```
==> flow_metrics.rpt <==
FLOW METRICS REPORT
----------------------------------------------------
[Run status]
  Result of the run ........................ finished clean

[Clocking]
  Clock-pin slew reported for the worst setup and hold paths after clock tree synthesis ........................ 0.05 ns
  H-tree depth ........................ 1
  Clock tree buffer depth ........................ 2
  Clock latency of the later-clocked register in the worst-skew pair ........................ 0.25 ns
  TritonCTS buffer count ........................ 3
  TritonCTS clock tree ........................ yes
  Hold bufs inserted after CTS ........................ 0
  Clock Sink Count ........................ 8
  Cell at the root of the clock tree ........................ clkbuf_4

[Critical path]
  CP top delay family ........................ buffers and inverters
  WP data required ........................ 1.47 ns
  Worst-path fanout max ........................ 4
  Element type at the critical path start ........................ primary input
  Arrival time of the worst setup path ........................ 1.42 ns
  Crit-path slowest cell ........................ clkdlybuf4s50_1
  Critical path class ........................ primary input to flop
  Cells along the critical path ........................ clkdlybuf4s50_1 -> nand4_1 -> or3_4 -> a31oi_1
  Worst Setup End Kind ........................ flop
  Delay of the slowest cell on the worst path ........................ 0.54 ns
  Worst path bufs/invs ........................ 1

[Global routing]
  Wire length of the first global-routing pass ........................ 2010 µm
  Via count of the first global-routing pass ........................ 441
  Largest net degree at the start of global routing ........................ 14
  Global Route Usage Sum ........................ 0.0391
  Total congestion overflow ........................ 0
  Number of antenna violations at the first check in global routing ........................ 0

[Synthesis]
  Share of the yosys chip area belonging to registers ........................ 0.506
  Avg Cell Area, Syn ........................ 9.64 µm²
  Warning count from the yosys run ........................ 1
  Syn Std Cell Area ........................ 395 µm²
  Ys flops ........................ 8
  Yosys cell types ........................ 17
  Total cell area reported by yosys after synthesis ........................ 395 µm²
  Yosys cell count ........................ 41
  Gate count of the mapped netlist ........................ 41

[Final timing]
  Setup-violating endpoint count in the final report ........................ 0
  Slew at the pin closest to its max-slew limit ........................ 0.307 ns
  Setup total negative slack ........................ 0 ns
  Maximum operating frequency ........................ 0.804 GHz
  Count of pins over their slew limit ........................ 0
  Largest clock skew in the final design ........................ 0 ns
  WHS ........................ 0.255 ns
  Fraction of the cycle the final worst path needs ........................ 0.957
  Count of final hold-check violations ........................ 0
  Minimum period implied by the final worst setup slack ........................ 1.24 ns
  Max-Slew Margin vs Limit ........................ 0.795

[Final layout]
  Largest register by flop count ........................ q
  Flip-flop count of the largest register after layout ........................ 8
  Final core occ ........................ 0.214
  Synth-to-Final Area Change ........................ 84.8%
  Fraction of layout cells with a size suffix above 1 ........................ 0.229
  Largest regs ........................ q (8)

[Drt]
  Number of inserted diodes ........................ 0
  Initial drt markers ........................ 28
  Total Routed Length ........................ 1200 µm
  Post-DR vias/cell ........................ 3.55
  DR pass1 iterations ........................ 4
  DRC ........................ 0
  Routed vias ........................ 412
  Detail Route Antenna Nets ........................ 0
  Average wire length per cell after detail routing ........................ 10.3 µm

[Floorplanning]
  Ports placed on the boundary ........................ 19
  Area of the die ........................ 0.00640 mm²
  Die X ........................ 80 µm
  Initial cell density of the core ........................ 0.116
  Y dimension of the die ........................ 80 µm
  Area inside the core boundary ........................ 0.00342 mm²
  Number of placement rows ........................ 21

[Placement]
  Count of input and output buffers ........................ 18
  Final estimated routing congestion in global placement ........................ 0.807
  Dpl hpwl ........................ 975 µm

[Power and ir drop]
  Leakage dissipation ........................ 0.323 nW
  Areal power density over the cells ........................ 860 mW/mm²
  Peak ir drop on the vdd network ........................ 0.166 mV

[Run]
  Number of warnings in the stage logs ........................ 26
  Maxcap violations ........................ 0

[Worst hold path]
  Hold Path Class ........................ primary input to async pin

----------------------------------------------------
[area by class of cell]
cell class / instances / area [µm²]
clock buffers: 3 / 22.5
well taps: 46 / 57.6
inverters: 2 / 7.51
repair buffers: 27 / 244
fillers: 391 / 2690
multi-input cells: 30 / 199
flip-flops and latches: 8 / 200
[synthesized netlist by cell type]
| master | number | share of area |
|---|---|---|
| dfrtp_1 | 8 | 0.51 |
| nor2_1 | 6 | 0.057 |
| a21oi_1 | 3 | 0.038 |
| a31oi_1 | 3 | 0.047 |
| o21ai_0 | 3 | 0.038 |
| or3_1 | 3 | 0.047 |
| inv_1 | 2 | 0.019 |
| nand2_1 | 2 | 0.019 |
| nand3_1 | 2 | 0.025 |
| xor2_1 | 2 | 0.044 |
| clkbuf_1 | 1 | 0.0095 |
| ha_1 | 1 | 0.032 |
| mux2_2 | 1 | 0.028 |
| mux2i_1 | 1 | 0.025 |
| nand3_2 | 1 | 0.025 |
| nand4_1 | 1 | 0.016 |
| xnor2_1 | 1 | 0.022 |
[through the flow]
step / setup slack, ns / std cells / area (µm²) / total power [mW]
2_1_floorplan: 0.241 / 41 / 395 / 0.332
3_3_place_gp: -0.302 / 110 / 674 / 0.452
3_5_place_dp: -0.359 / 110 / 674 / 0.454
4_1_cts: -0.00733 / 116 / 708 / 0.635
5_1_grt: -0.00259 / 116 / 731 / 0.678
6_report: 0.0557 / 116 / 731 / 0.628
[path summary, 6_finish.rpt]
path	from	end	slack [ns]	depth (start not counted)
max	d[3]	q[7]	0.06	4
max in group asynchronous	reset	q[4]	0.81	2
max reg2reg	q[3]	q[3]	0.54	3
min	reset	q[6]	0.26	2
min reg2reg	q[1]	q[1]	0.51	1
min in group clk0	d[1]	q[1]	0.42	3
[where the power goes]
| part | switching (mW) | internal [mW] |
|---|---|---|
| sequential | 0.0124 | 0.277 |
| combinational | 0.0564 | 0.0967 |
| clock | 0.0806 | 0.105 |
| total | 0.149 | 0.479 |
[logic make-up after synthesis]
family,synth area share
flops,0.506
mux,0.0538
compound gates,0.123
fa+ha+maj,0.0316
xor+xnor,0.0665
buf+inv,0.0285
simple gates,0.190
[cells in the final DEF (no fill, tap or decap), types with 2 or more instances in the layout]
| cell | Yosys | layout |
|---|---|---|
| a21oi_1 | 3 | 3 |
| a31oi_1 | 3 | 3 |
| buf_4 | 0 | 9 |
| clkbuf_4 | 0 | 3 |
| clkdlybuf4s50_1 | 0 | 6 |
| dfrtp_1 | 8 | 8 |
| dlygate4sd2_1 | 0 | 9 |
| dlymetal6s2s_1 | 0 | 3 |
| inv_1 | 2 | 2 |
| nand2_1 | 2 | 2 |
| nand3_1 | 2 | 2 |
| nor2_1 | 6 | 6 |
| o21ai_0 | 3 | 3 |
| or3_1 | 3 | 2 |
| xor2_1 | 2 | 2 |
[repair_timing]
| action | CTS | global route |
|---|---|---|
| setup endpoints to repair | 11 | 3 |
| buffers inserted | 3 | 0 |
| gates resized | 9 | 6 |
[layer usage]
metal / share of wire / global-route usage / up-vias / routed length [µm]
li1: - / - / 204 / -
met1: 0.39 / 0.0452 / 187 / 467
met2: 0.41 / 0.0554 / 19 / 489
met3: 0.17 / 0.0307 / 2 / 205
met4: 0.028 / 0.00880 / 0 / 34
met5: 0 / 0 / - / 0
No activity file was given, so power comes from the tool's default toggle rates.
